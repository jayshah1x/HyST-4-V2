===== flow/config.mk =====
export PLATFORM = sky130hd
export DESIGN_NAME = control_unit
export DESIGN_NICKNAME = control_unit
export VERILOG_FILES = /design/flow/design.v
export SDC_FILE = /design/flow/constraint.sdc
export NUM_CORES = 4
export LEC_CHECK = 1
export CORE_AREA = 10 10 70 70
export DIE_AREA = 0 0 80 80

===== flow/constraint.sdc =====
current_design control_unit

set clk_period 1.3
set clk_io_pct 0.2

create_clock -name clk0 -period $clk_period [get_ports {clk}]

set non_clock_inputs [all_inputs -no_clocks]
set_input_delay [expr $clk_period * $clk_io_pct] -clock clk0 $non_clock_inputs
set_output_delay [expr $clk_period * $clk_io_pct] -clock clk0 [all_outputs]

===== flow/design.v =====
`timescale 1ns / 1ps
module control_unit#(
    parameter BRAM_DEPTH = 2  
)(
        input clk,
        input reset,
        input enable,
        output reg enable_cu,
        output reg compute_ready,
        output reg write_mode,  
        output reg [BRAM_DEPTH - 1: 0] address
    );
    initial begin
        enable_cu = 0;
        compute_ready = 0;
        write_mode = 0;
        address = 0;
    end
    always@(posedge clk) begin
        if(reset) begin
            enable_cu <= 0;
            write_mode <= 0;
            address <= 0;
        end
        else begin
            if(enable) begin
                enable_cu <= 1;
                write_mode <= 0;
                address <= address + 1'b1;
            end
        end
    end
    always@(posedge clk) begin
        if(reset) begin
            compute_ready <= 0;
        end
        else begin
            if(address == 1) begin
                compute_ready = 1;
            end
        end
    end
endmodule

===== flow/run.sh =====
#!/bin/bash
# OpenROAD 26Q1-2900-gdf79404cd8, Yosys 0.63+post, stock flow scripts
make -C /OpenROAD-flow-scripts/flow DESIGN_CONFIG=/design/flow/config.mk WORK_HOME=/design/flow/orfs finish

==> job_summary.md <==
### Yosys + OpenROAD results

| Metric | Value |
|---|---|
| Finished Layout Cells | `71` |
| PortBufs | `6` |
| Die span in x | `around 80 um` |
| Cell count after synthesis | `16` |
| Initial Util | `4.286%` |
| Setup TNS | `0 ns` |
| Setup violators final | `0` |
| Vias in the first global route | `about 140` |
| CTS sink cnt | `4` |
| Rows | `21` |
| Slowest stage delay, CP | `0.46 ns` |
| Worst skew pair latency | `0.23 ns` |
| Clock root cell | `clkbuf_4` |
| M3 GR Usage | `2.955%` |
| Max H-tree Level | `1` |
| Worst Path Required | `1.04 ns` |
| Slowest-stage cell, CP | `clkdlybuf4s50_1` |
| Routability cong. | `around 0.7` |
| Max Root-Sink Buffers | `2` |
| Power Total | `0.3487 mW` |
| WS Path Type | `flip-flop to output port` |
| Global-route wire length before repair | `703 um` |
| Routed vias/inst | `approximately 1.9` |
| Max-cap violations | `0` |
| # IOs | `8` |
| Final hold violation count | `0` |
| Drt wl/cell | `approximately 6.6 um` |
| DRC Markers | `0` |
| Worst min path class | `flip-flop to flip-flop` |
| Worst path bufs/invs | `1` |
| Die H | `approximately 80 um` |
| Kind of cell adding the most delay to the critical path | `buffers and inverters` |
| Hold_ws | `~0.47 ns` |
| Yosys Instances | `16` |
| Crit-path max FO | `2` |
| Core Region | `roughly 3400 sq um` |
| Global router's overall resource usage | `1.623%` |
| Min Tclk post-route | `around 1.3 ns` |
| Busiest grt layer | `met3` |
| Largest net degree at the start of global routing | `5` |
| Tool Warnings | `25` |
| CP Launch Type | `flip-flop` |
| Synthesis-to-layout area growth | `101.7%` |
| DRT antenna net count | `0` |
| Final period util | `a little under 100%` |
| Yosys warnings | `1` |
| Via count | `roughly 130` |
| Static Leak | `about 0.13 nW` |
| Avg Synthesized Cell Area | `9.149 sq um` |
| Worst-path clk slew | `approximately 0.040 ns` |
| Maximum clock rate | `789.8 MHz` |
| Post-synthesis sequential area ratio | `54.70%` |
| Filler Cell Count | `408` |
| Initial antenna violation count | `0` |
| Yosys cell types | `8` |
| Total wire length | `between 400 and 500 um` |
| Crit-path cells | `clkdlybuf4s50_1` |
| TritonCTS buffer count | `3` |
| Unrepaired setup endpoints after global routing | `false` |
| CP endpoint kind | `output port` |
| Critical Path AT | `just over 1 ns` |
| 1st-iter DRT viols | `20` |
| Die area | `between 6000 and 7000 sq um` |
| Aggregate global routing overflow | `0` |
| Pre-antenna DRT Iters | `2` |
| Status | `finished, final reports clean` |
| TritonCTS clock tree | `done` |
| Post-CTS Hold Fix Bufs | `0` |
| Layout cell share with drive strength beyond 1 | `32.00%` |
| Grt met2 use | `under 10%` |
| Yosys Chip Area | `146.4 sq um` |
| Worst clock skew | `0.002065 ns` |
| Cell Area, Synth | `146.4 sq um` |
| Diodes inserted | `0` |
| GRT met1 Usage | `1.333%` |
| Inst Count DP | `around 67` |
| Max-slew violation count | `0` |
| Ys flops | `4` |
| P per Cell Area | `~1200 nW/um^2` |
| Worst VDD drop | `~0.22 mV` |
## metal layers
layer / up-vias / wire [um] / part of all wire [%]
met5: - / 0 / 0
met4: 0 / 0 / 0
met3: 0 / 132 / 28
met2: 9 / 162 / 35
met1: 59 / 172 / 37
li1: 66 / - / -
## sequential cells by signal (all words and copies together), names as in the netlist
register	flops
address	2
compute_ready	1
enable_cu	1
## cells in the mapped netlist (all sizes together)
cell / count / area share (%)
ha: 1 / 8.5
conb: 1 / 2.6
inv: 1 / 2.6
xnor2: 1 / 6.0
buf: 1 / 5.1
a211oi: 1 / 5.1
nor2: 6 / 15
dfxtp: 4 / 55
## through the flow
stage	cell area [sq um]	util, %	worst slack, ns
finish	295.3	8.645	0.03388
global route	295.3	8.645	0.008664
CTS	289.0	8.462	0.005771
detailed placement	256.5	7.509	0.1229
global placement	256.5	7.509	0.1781
floorplan	146.4	-	0.4238
## timing repair
item                                    4_1_cts  5_1_grt
buffers inserted                              1        0
gates resized                                 4        3
endpoints found under the setup margin        3        3
cloned                                        0        0
## logic make-up after synthesis
| kind of cell | after synthesis | share of synthesized area (%) |
|---|---|---|
| simple gates | 6 | 15.38 |
| flops | 4 | 54.70 |
| buf+inv | 2 | 7.692 |
| compound gates | 1 | 5.130 |
| xor+xnor | 1 | 5.984 |
| fa+ha+maj | 1 | 8.546 |
| other cells | 1 | 2.562 |
## cells in the final DEF (no fill, tap or decap), drive strengths merged
master / Yosys / routed
conb: 1 / 1
nor2: 6 / 6
dlygate4sd2: 0 / 1
ha: 1 / 1
dfxtp: 4 / 4
buf: 1 / 1
xnor2: 1 / 1
clkbuf: 0 / 3
a211oi: 1 / 1
clkdlybuf4s50: 0 / 3
inv: 1 / 1
dlymetal6s2s: 0 / 2
## final cells by class
class	instances	area, sq um	area share, %
Inverter	1	3.754	1.271
Timing Repair Buffer	7	71.32	24.15
Multi-Input combinational cell	10	55.05	18.64
Sequential cell	4	85.08	28.81
Clock buffer	3	22.52	7.627
Tap cell	46	57.56	19.49
## path summary, 6_finish.rpt
| kind | start | to | slack (ns) | depth (start not counted) |
|---|---|---|---|---|
| min | compute_ready | compute_ready | 0.47 | 2 |
| min reg2reg | compute_ready | compute_ready | 0.47 | 2 |
| max reg2reg | address[1] | address[1] | 0.27 | 4 |
| max | compute_ready | compute_ready | 0.03 | 1 |
## power breakdown
part	switching (mW)	internal, mW
clock network	0.0497	0.103
logic	0.0177	0.0332
registers	0.00750	0.137
Power figures rest on the tool's default switching activity, not on a simulated workload.
