===== /design/flow/run.sh =====
#!/bin/bash
# OpenROAD 26Q1-2900-gdf79404cd8, Yosys 0.63+post, stock flow scripts
make -C /OpenROAD-flow-scripts/flow DESIGN_CONFIG=/design/flow/config.mk WORK_HOME=/design/flow/orfs finish

===== /design/flow/config.mk =====
export PLATFORM = sky130hd
export DESIGN_NAME = Data_decoder
export DESIGN_NICKNAME = Data_decoder
export VERILOG_FILES = /design/flow/design.v
export SDC_FILE = /design/flow/constraint.sdc
export NUM_CORES = 4
export LEC_CHECK = 1
export CORE_UTILIZATION = 40

===== /design/flow/constraint.sdc =====
current_design Data_decoder

set clk_period 12.3
set clk_io_pct 0.2

create_clock -name clk0 -period $clk_period [get_ports {clk}]

set non_clock_inputs [all_inputs -no_clocks]
set_input_delay [expr $clk_period * $clk_io_pct] -clock clk0 $non_clock_inputs
set_output_delay [expr $clk_period * $clk_io_pct] -clock clk0 [all_outputs]

===== /design/flow/design.v =====
`timescale 1ns / 1ps
(*DONT_TOUCH = "YES"*)
module Data_decoder#(
    parameter REG_WIDTH = 16,
              MATRIX_SIZE = 4,
              ARRAY_SIZE = 2*MATRIX_SIZE - 1,
              BRAM_DEPTH = MATRIX_SIZE*REG_WIDTH,
              OUTPUT_WIDTH = ARRAY_SIZE*REG_WIDTH
)(
input clk,
input enable,
input [BRAM_DEPTH-1: 0] data_bram,
input reset,
output  [REG_WIDTH-1:0] out_0,
output  [REG_WIDTH-1:0] out_1,
output  [REG_WIDTH-1:0] out_2,
output  [REG_WIDTH-1:0] out_3,
output  [REG_WIDTH-1:0] out_4,
output  [REG_WIDTH-1:0] out_5,
output  [REG_WIDTH-1:0] out_6,
output reg compute_start
    );
    reg [3:0] state;
    reg [OUTPUT_WIDTH-1:0] o_left_inputs;
    initial begin
    state = 0;
    o_left_inputs = 0;
    end
    always@(posedge clk) begin
        if(reset) begin
            compute_start <= 0;
            o_left_inputs <= 0 ;
        end
        else begin
            if(enable) begin
                 o_left_inputs <= {OUTPUT_WIDTH{1'b0}} | data_bram << (REG_WIDTH*state);
                if(state < MATRIX_SIZE-1) begin
                    state <= state + 1;
                end
                else begin
                    state <= 0;
                end
    end        
        end
    end
    assign out_0[REG_WIDTH-1:0] = o_left_inputs[REG_WIDTH-1:0];
    assign out_1[REG_WIDTH-1:0] = o_left_inputs[2*REG_WIDTH-1:REG_WIDTH];
    assign out_2[REG_WIDTH-1:0] = o_left_inputs[3*REG_WIDTH-1:2*REG_WIDTH];
    assign out_3[REG_WIDTH-1:0] = o_left_inputs[4*REG_WIDTH-1:3*REG_WIDTH];
    assign out_4[REG_WIDTH-1:0] = o_left_inputs[5*REG_WIDTH-1:4*REG_WIDTH];
    assign out_5[REG_WIDTH-1:0] = o_left_inputs[6*REG_WIDTH-1:5*REG_WIDTH];
    assign out_6[REG_WIDTH-1:0] = o_left_inputs[7*REG_WIDTH-1:6*REG_WIDTH];
endmodule

==> results.txt <==
The flow completed. The floorplan report gives the top-level pin count as 180. The run finished with clean final reports. The worst setup path is captured at a flip-flop. Per the detail_route report, vias per standard cell equal 5.85. The die is 123 um wide. In the Yosys report, the sequential cells make up 40.6% of the chip area. Max-slew violation count landed at 0.

On the critical path the largest part of the delay comes from simple AND/OR/NAND/NOR gates. On the critical path the data arrives at 4990 ps. Area inside the core boundary landed at 14000 um2. The power report puts the leakage power at 2.93 nW. Largest buffer count on any clock path landed at 2. Row generation in the floorplan step produced 43 rows. Total of max-cap violations landed at 0. Number of flops mapped to enable cells by yosys landed at 4. The critical path's slowest stage uses the library cell sky130_fd_sc_hd__nor3b_4. Setup repair after global routing left no endpoint under its margin.

Per the detail_route report, DRC violations left total 0. The share of the core area taken by cells at floorplan is 41.4%. Number of hold-repair buffers added at the cts stage landed at 0. Worst slack after detailed placement landed at 7250 ps. Time the worst path needs with I/O delays and setup landed at 4670 ps. The cell count after synthesis came out at 604. Input and output buffers added on the ports amount to 178. Per the log, the first TritonRoute iteration ended with a DRC count of 342.

In the synthesis report, Yosys lists the chip area as 5820 um2. For reference, the most critical setup path is categorized as in2reg. Fraction of final layout cells sized beyond drive strength 1 landed at 12.1%. Along the critical path, the tally of buffer and inverter instances is 2. Distinct cell type count after synthesis landed at 44. Warnings reported by Yosys during synthesis add up to 1.

The worst setup path is launched from an input port. TritonCTS created 17 clock buffers. Combinational gate area landed at 3100 um2. Total area of sequential cells landed at 2360 um2. Across every metal layer, demand over resource in global routing totals 28.1%. Placer congestion estimate landed at 0.889. Final antenna-violating net count landed at 0.

Between clock sinks in the finished design, the worst skew comes to 4.19 ps. Setup TNS after final layout landed at 0 ps. Overall power consumption after layout is estimated at 0.00104 W. Floorplan die height landed at 123 um. Across all stage logs, warnings added up to 25. Total cells reported by yosys after synthesis landed at 604. Total setup violations reported at the end of the flow landed at 0. Global routing finished with a remaining overflow of 0. Based on the critical path, the design can be clocked at up to 214 MHz. On the worst setup and hold paths after CTS, the clock-pin slew comes to 60 ps. Post-CTS repair changed the size of 0 cells. The critical path in the final layout is reported with a setup slack of 7630 ps. For this run, the slowest stage of the critical path takes 800 ps.

Looking at the cell usage after synthesis, the top flip-flop cell is sky130_fd_sc_hd__dfxtp_1. Looking at the max-slew report, the worst-margin pin has a slew of 848 ps. Total number of vias landed at 5533. The number of antenna violations at the first check in global routing came to 0. Number of global-route vias before repair landed at 5194.

Looking at the clock tree report, the H-tree level count equals 4. Number of sinks handled by clock tree synthesis landed at 116. Diode insertion count for antenna repair landed at 0. The first global-routing pass estimated 30600 um of wire.

IR analysis of the VDD net gives a maximum drop of 0.0865 mV. Relative max-transition margin landed at 43.4%. The post-synth register bit count is 116. The final timing summary puts the cycle share of the worst path at 38.0%. Across all register-to-register paths, the minimum setup slack is 9960 ps. The routed design shows a wire length per standard cell of 21.7 um. Maximum number of pins on one net before global-route repair landed at 70. Largest fanout of any net on the critical path landed at 43. Hold-check failures listed in the final report amount to 0. The iteration count recorded for the first detailed-route pass is 5. The report lists the cells along the critical path as clkdlybuf4s50_1, buf_4, nor3b_4, nand2b_2, o21ai_0. Count of fill cells added during filler insertion landed at 1169.

According to the dpl log, the detail-placed design has an HPWL of 14600 um. Power density of the placed cells landed at 127 nW/um2. Mean cell area of the mapped netlist landed at 9.63 um2. Data required time of the worst path landed at 12620 ps. Later-pin clock latency in the skew report landed at 410 ps.

The floorplan step defined a die boundary enclosing 15000 um2. The tree is rooted in a sky130_fd_sc_hd__clkbuf_16. Cell area after technology mapping landed at 5820 um2. TritonCTS built the clock tree. Post-CTS setup-driven buffer insertion count landed at 0. The wire length recorded after detailed routing is 20500 um. The tightest min-delay check is of the reg2reg type. Per the run report, area growth between synthesis and finish was 40.6%. Async set-or-reset flop fraction in the synthesized netlist landed at 0%.
-- synth_stat cells (21+ instances only) --
| cell type | count | share of area (%) |
|---|---|---|
| sky130_fd_sc_hd__buf_2 | 23 | 2.0 |
| sky130_fd_sc_hd__a211oi_1 | 42 | 5.4 |
| sky130_fd_sc_hd__nor2b_1 | 22 | 2.4 |
| sky130_fd_sc_hd__a32oi_1 | 37 | 5.6 |
| sky130_fd_sc_hd__mux2_2 | 38 | 7.4 |
| sky130_fd_sc_hd__dfxtp_1 | 112 | 39 |
| sky130_fd_sc_hd__a21oi_1 | 21 | 1.8 |
| sky130_fd_sc_hd__nand2_1 | 26 | 1.7 |
| sky130_fd_sc_hd__mux2i_1 | 41 | 7.1 |
| sky130_fd_sc_hd__clkbuf_1 | 25 | 1.6 |
| sky130_fd_sc_hd__o21ai_0 | 21 | 1.8 |
| sky130_fd_sc_hd__nor2_1 | 42 | 2.7 |
| sky130_fd_sc_hd__nor3_1 | 27 | 2.3 |
-- cells in the final DEF (no fill, tap or decap), types with 3 or more instances in the layout --
cell and count:
sky130_fd_sc_hd__conb_1 3, sky130_fd_sc_hd__a2111oi_0 6, sky130_fd_sc_hd__clkdlybuf4s50_1 177, sky130_fd_sc_hd__mux2i_1 41, sky130_fd_sc_hd__nand2_1 26, sky130_fd_sc_hd__o21ai_1 4, sky130_fd_sc_hd__clkinvlp_4 3, sky130_fd_sc_hd__nor2_1 41
sky130_fd_sc_hd__o21ai_0 21, sky130_fd_sc_hd__and3b_1 8, sky130_fd_sc_hd__a211oi_1 42, sky130_fd_sc_hd__dfxtp_1 112, sky130_fd_sc_hd__a32oi_1 37, sky130_fd_sc_hd__a22oi_1 16, sky130_fd_sc_hd__a21oi_1 21, sky130_fd_sc_hd__nor3_1 27
sky130_fd_sc_hd__clkinv_4 5, sky130_fd_sc_hd__nand4b_1 6, sky130_fd_sc_hd__o2bb2ai_1 6, sky130_fd_sc_hd__buf_4 14, sky130_fd_sc_hd__clkbuf_16 17, sky130_fd_sc_hd__nor2b_1 22, sky130_fd_sc_hd__a21o_1 7, sky130_fd_sc_hd__a2bb2oi_1 10
sky130_fd_sc_hd__o22ai_1 10, sky130_fd_sc_hd__mux2_2 38, sky130_fd_sc_hd__a22o_1 6, sky130_fd_sc_hd__a211o_1 10, sky130_fd_sc_hd__edfxtp_1 4
-- cell type report --
| type | count | area share [%] |
|---|---|---|
| Multi-Input combinational cell | 423 | 37.9 |
| Sequential cell | 116 | 28.9 |
| Timing Repair Buffer | 192 | 23.0 |
| Clock buffer | 19 | 5.42 |
| Tap cell | 180 | 2.76 |
| Clock inverter | 13 | 1.84 |
| Inverter | 3 | 0.138 |
-- sequential cells by signal, indices dropped and copies added (netlist names) --
signal	count
state	4
o_left_inputs	112
-- logic make-up after synthesis --
logic type | after synthesis | synth area share (%)
and+or+nand+nor | 143 | 13.6
DFF | 116 | 40.6
buffers and inverters | 67 | 6.24
AOI/OAI and AO/OA | 197 | 24.9
muxes | 79 | 14.4
other | 1 | 0.0645
adders and majority gates | 1 | 0.215
-- through the flow --
step           std cells  utilization (%)  hold slack (ps)  instance area, um2
2_1_floorplan        606                -              401                5820
3_3_place_gp         914             54.0              438                7580
3_5_place_dp         914             54.0              443                7580
4_1_cts              946             58.2              458                8170
5_1_grt              946             58.2              468                8170
6_report             946             58.2              452                8170
-- final timing paths --
kind / endpoint / from / cells after the start
worst max-delay path: o_left_inputs[39] / enable / 5
worst min-delay path: o_left_inputs[41] / o_left_inputs[41] / 2
worst max register to register: o_left_inputs[39] / state[3] / 3
worst min register to register: o_left_inputs[41] / o_left_inputs[41] / 2
-- worst register-to-register path, cell delays in order, from the launching register on --
cell                       delay (ps)
sky130_fd_sc_hd__edfxtp_1         630
sky130_fd_sc_hd__nor3b_4          790
sky130_fd_sc_hd__nand2b_2         510
sky130_fd_sc_hd__o21ai_0          320
-- where the power goes --
| group | internal [W] | leakage [nW] | switching (W) | total, W |
|---|---|---|---|---|
| Sequential | 0.000390 | 0.947 | 0.00000764 | 0.000397 |
| Combinational | 0.0000713 | 1.71 | 0.0000747 | 0.000146 |
| Clock | 0.000306 | 0.281 | 0.000186 | 0.000492 |
| Total | 0.000767 | 2.93 | 0.000269 | 0.00104 |
-- metal layers --
layer  vias up  global-route usage (%)  part of all wire [%]
li1       2612                       -                     -
met1      2684                    44.4                    47
met2       223                    39.7                    43
met3        14                    8.35                   8.5
met4         0                    3.20                   1.1
met5         -                       0                     0
Power figures rest on the tool's default switching activity, not on a simulated workload.
